**./config.mk**
```make
export PLATFORM = sky130hd
export DESIGN_NAME = logical
export DESIGN_NICKNAME = logical
export VERILOG_FILES = /design/flow/design.v
export SDC_FILE = /design/flow/constraint.sdc
export NUM_CORES = 4
export LEC_CHECK = 1
export CORE_AREA = 10 10 70 70
export DIE_AREA = 0 0 80 80
```
**./constraint.sdc**
```tcl
current_design logical

set clk_period 2.0
set clk_io_pct 0.2

create_clock -name clk0 -period $clk_period

set non_clock_inputs [all_inputs -no_clocks]
set_input_delay [expr $clk_period * $clk_io_pct] -clock clk0 $non_clock_inputs
set_output_delay [expr $clk_period * $clk_io_pct] -clock clk0 [all_outputs]
```
**./design.v**
```verilog
module logical(a, b, c, not_op, and_op, or_op, not_bit_op);
	input	[3:0]a, b, c;
	output	not_op, and_op, or_op;
	output	[3:0]not_bit_op;
	assign not_op = !a; 
	assign and_op = (a > b) && (a < c);
	assign or_op = (a > b) || (a < c);
	assign not_bit_op = ~a;
endmodule
```
**./run.sh**
```bash
#!/bin/bash
# OpenROAD 26Q1-2900-gdf79404cd8, Yosys 0.63+post, stock flow scripts
make -C /OpenROAD-flow-scripts/flow DESIGN_CONFIG=/design/flow/config.mk WORK_HOME=/design/flow/orfs finish
```
==> changes_impl.md <==
### Implementation results

* Worst-margin pin slew at 0.165 ns
* FF+latch area at 0 um^2
* Combined area of all synthesized cells at 199 um^2
* MaxCap Viol Count at 0
* Number of vias per cell after detailed routing at 2.74
* Full die area at 6400 um^2
* Pre-CTS WS at -0.593 ns
* Count of warning messages emitted by the tools at 34
* Outcome: completed
* Total cell area reported by yosys after synthesis at 199 um^2
* Width of the die at 80 um
* Fmax at 0.517 GHz
* Detailed route wirelength on metal2 at 334 um
* Global-route wire length before repair at 1.33 mm
* Met1 WL at 392 um
* Max VDD drop at 0.0000343 V
* Yosys Warn Count at 0
* Layout sequential cell count at 0
* Cell Pwr Density at roughly 180 nW/um^2
* Std-Cell Rows at 21
* Count of endpoints failing hold in the final timing report at 0
* Via count of the first global-routing pass at 294
* Depth of the worst hold-timing path at 4
* Highest metal used: met3
* Top fanout value on the critical path at 2
* Post-route worst hold slack at 1.32 ns
* Category of the critical setup timing path: primary input to output pin
* Switching Share at 38.7%
* Violation tally from detailed-route iteration zero at 6
* P_leak at 0.281 nW
* End of the worst hold path: not_op
* Routability congestion estimate at 0.757
* Util after Layout at 16.1%
* Internal power at 60.9 uW
* Max stage delay cell, worst path: sky130_fd_sc_hd__ha_4
* Post-CTS setup buffer count at 0
* Detail Placement HPWL at around 760 um
* Port-buffer cells at 19
* Max Slew Vio Count at 0
* Floorplan die height at 80 um
* Number of library cell types mapped by synthesis at 11
* Switching power at 38.4 uW
* Area grow syn2layout at 176%
* Average routed wire per standard cell at 8.98 um
* Type of origin of the critical path: primary input
* Final routed DRC violation total at 0
* Worst hold path class: primary input to output pin
* Cell type group with the largest total delay on the critical path: buffers and inverters
* CP max stage delay at 0.29 ns
* Critical Path End Type: output pin
* Final design instance area without fill at between 500 and 600 um^2
* Number of antenna violations at the first check in global routing at 1
* Number of nets still failing antenna checks after routing at 0
* Layout clock buffers at 0
* Count of final setup violators at 0
* Initial DRT Pass Iterations at 2
* Combinational share of power at about 100%
* Share of power burned in registers at 0%
* Min setup slack post-route at 0.0669 ns
* Clock power share at 0%
* Remaining max-slew budget at the tightest pin at 88.9%
* DP Area at 477 um^2
* Pin count of the biggest net entering global routing at 4
* Overflow left after global routing at 0
* RSZ-0062 raised after global routing: true
* Share of cells above drive strength 1 at 41.5%
* Routed via count at 274
* Post-detailed-routing wire length at 898 um
* Critical hold path startpoint: a[3]
* Met3 wirelength from detailed routing at 171 um
* Post-synthesis cell count from yosys at 30
* Cell Chain, Critical Path: clkdlybuf4s15_1 -> ha_4 -> nor2b_4 -> o21ai_1 -> a32o_2 -> nor2_2 -> buf_2
* CP Buf/Inv Count at 2
* Floorplan Core Area at 3420 um^2
* Mapped Cells at 30
* I/O pins at 19
* Minimum period implied by the final worst setup slack at 1.93 ns
* Share of synthesized area occupied by flip-flops and latches at 0%
* Post-route clock period utilization at 96.7%
* Data arrival time of the critical path at 1.53 ns
* Mean cell area of the mapped netlist at 6.63 um^2
* Global router's overall resource usage at 2.54%
* WP data required at 1.60 ns
* FP Util at 5.82%
* CTS Hold Buffers Added at 0
## cell usage in the layout, fill, tap and decap left out, types with 2 or more instances in the layout
| master | n |
|---|---|
| sky130_fd_sc_hd__dlymetal6s2s_1 | 4 |
| sky130_fd_sc_hd__a21oi_2 | 2 |
| sky130_fd_sc_hd__dlygate4sd2_1 | 5 |
| sky130_fd_sc_hd__inv_1 | 8 |
| sky130_fd_sc_hd__clkdlybuf4s15_1 | 2 |
| sky130_fd_sc_hd__inv_2 | 2 |
| sky130_fd_sc_hd__clkdlybuf4s50_1 | 5 |
| sky130_fd_sc_hd__nand2_1 | 2 |
| sky130_fd_sc_hd__ha_4 | 4 |
| sky130_fd_sc_hd__ha_1 | 2 |
| sky130_fd_sc_hd__buf_2 | 2 |
| sky130_fd_sc_hd__buf_4 | 4 |
## layout make-up
class                           instances  area (um^2)
Fill cell                             387         2870
Tap cell                               46         57.6
Multi-Input combinational cell         20          243
Timing Repair Buffer                   23          209
Inverter                               10         37.5
Antenna cell                            1         2.50
## metal layers
| metal | GRT usage [%] | vias up |
|---|---|---|
| met3 | 1.93 | 0 |
| met5 | 0 | - |
| met2 | 3.77 | 14 |
| met1 | 3.03 | 112 |
| met4 | 0 | 0 |
| li1 | - | 148 |
## Yosys cell counts
master / number / share of area (%)
sky130_fd_sc_hd__o21ai_1: 2 / 5.0
sky130_fd_sc_hd__and2_1: 1 / 3.1
sky130_fd_sc_hd__nor2_2: 1 / 3.1
sky130_fd_sc_hd__ha_1: 7 / 44
sky130_fd_sc_hd__nor4_1: 1 / 3.1
sky130_fd_sc_hd__a21oi_1: 3 / 7.5
sky130_fd_sc_hd__inv_1: 10 / 19
sky130_fd_sc_hd__a32o_1: 1 / 5.0
sky130_fd_sc_hd__nor2b_1: 1 / 3.1
sky130_fd_sc_hd__nand2_1: 2 / 3.8
sky130_fd_sc_hd__nand2b_1: 1 / 3.1
## tightest hold or removal path: stages
cell and delay (ns):
sky130_fd_sc_hd__clkbuf_2 0.11, sky130_fd_sc_hd__buf_4 0.14, sky130_fd_sc_hd__nor4_2 0.04, sky130_fd_sc_hd__dlygate4sd2_1 0.24
## power by group through the flow
stage | sequential (mW) | clock (mW) | combinational (mW)
4_1_cts | 0 | 0 | 0.0903
5_1_grt | 0 | 0.0000000668 | 0.115
6_report | 0 | 0.0000000668 | 0.0993
## what timing repair did
item	4_1_cts	5_1_grt
endpoints found under the setup margin	3	2
endpoints found under the hold margin	0	0
resized	23	16
pin swaps	8	11
## worst max-delay path by stage
stage,from,slack [ns],cells past startpoint,endpoint
6_report,a[1],0.07,7,and_op
5_1_grt,b[2],-0.04,8,and_op
4_1_cts,b[0],-0.009,7,and_op
## cells by family after synthesis
group | Yosys count | share of synthesized area [%]
buf+inv | 10 | 18.9
simple gates | 7 | 19.5
fa+ha+maj | 7 | 44.0
compound gates | 6 | 17.6
## through the flow
step                      TNS (ns)  std cells  power [mW]
after global placement       -1.39         99      0.0886
after floorplan                  0         30      0.0289
after CTS                 -0.00937         99      0.0903
after detailed placement     -1.37         99      0.0888
after global routing       -0.0440        100       0.115
final                            0        100      0.0993
Power figures rest on the tool's default switching activity, not on a simulated workload.
