==> flow/design.v <==
module Seq_Lighting(clk, reset, a, b, c, d, e);
	input	clk, reset;
	reg	[31:0]	divider;
	reg 	[2:0]	counter;
	output	reg	a, b, c, d, e;
	always@(posedge clk)
	begin	
		if(!reset)begin
			divider <= divider + 1;
			if(divider >= 999999)begin
				divider <= 0;
			end
		end
		else begin
			divider <= 0;
		end
	end
	always@(posedge clk)
	begin
		if(divider == 999999)begin
			counter <= counter + 1;
		end
		else if(counter > 5)begin
			counter <= 0;
		end
	end
	always@(*)
	begin
		case(counter)
			3'b001: {a, b, c, d, e} <= 5'b10000;
			3'b010: {a, b, c, d, e} <= 5'b01000;
			3'b011: {a, b, c, d, e} <= 5'b00100;
			3'b100: {a, b, c, d, e} <= 5'b00010;
			3'b101: {a, b, c, d, e} <= 5'b00001;
			default:{a, b, c, d, e} <= 5'b00000;
		endcase
	end
endmodule
==> flow/run.sh <==
#!/bin/bash
# OpenROAD 26Q1-2900-gdf79404cd8, Yosys 0.63+post, stock flow scripts
make -C /OpenROAD-flow-scripts/flow DESIGN_CONFIG=/design/flow/config.mk WORK_HOME=/design/flow/orfs finish
==> flow/config.mk <==
export PLATFORM = sky130hd
export DESIGN_NAME = Seq_Lighting
export DESIGN_NICKNAME = Seq_Lighting
export VERILOG_FILES = /design/flow/design.v
export SDC_FILE = /design/flow/constraint.sdc
export NUM_CORES = 4
export LEC_CHECK = 1
export CORE_AREA = 10 10 96 96
export DIE_AREA = 0 0 106 106
==> flow/constraint.sdc <==
current_design Seq_Lighting

set clk_period 2.8
set clk_io_pct 0.2

create_clock -name clk0 -period $clk_period [get_ports {clk}]

set non_clock_inputs [all_inputs -no_clocks]
set_input_delay [expr $clk_period * $clk_io_pct] -clock clk0 $non_clock_inputs
set_output_delay [expr $clk_period * $clk_io_pct] -clock clk0 [all_outputs]
==> reports/metrics.csv <==
stage,metric,value,unit
clock_network,cts_tree,yes,
timing,period_used_share,76.29,%
floorplan,initCoreUtil,20.20,%
clock_network,cts-hold-fix-buffers,0,
global_route,grt_remaining_overflow,0,
clock_network,clock_latency,0.28,ns
logic_synthesis,yosys.area.top_type,dfxtp_1,
logic_synthesis,syn_avg_cell_area,10.27,um^2
routing,via_per_inst,3.738,
global_route,grt_pass1_wl,4036,um
global_route,track_usage,4.183,%
clock_network,path_clk_slew,0.07,ns
floorplan,io-pin-count,7,
worst_setup_path,path_cells,inv_1 -> ha_1 -> nor2b_1 -> clkdlybuf4s50_1,
logic_synthesis,synth_top_flop_cell,dfxtp_1,
timing,setup_viol,0,
timing,finalMaxSlewViolations,0,
logic_synthesis,synthArstFlopShare,0,%
routing,routed_wl,2285,um
floorplan,chipWidth,106,um
worst_setup_path,crit_fanout,4,
logic_synthesis,ys_area,1458,um^2
logic_synthesis,ys_seq_share,50.13,%
power,ir_worst_vdd,0.2634,mV
global_route,grt_util_met1,5.728,%
place,routabilityCongestion,0.7530,
place,port_buffers,6,
timing,fin_skew,0.01094,ns
logic_synthesis,top_cell,dfxtp_1,
logic_synthesis,syn_inst,142,
routing,drtIter0Drc,46,
logic_synthesis,ys_cells,142,
worst_setup_path,crit_path_max_incr_delay,0.47,ns
clock_network,clock-sinks,35,
logic_synthesis,synth_cell_types,30,
floorplan,die_y,106,um
routing,firstDrtPassIters,4,
routing,ant_nets,0,
power,p_int,0.7130,mW
place,place_hpwl,1661,um
job,tool_warnings,30,
logic_synthesis,ys_warn_count,1,
timing,max_freq,468.1,MHz
timing,hold_viol_final,0,
job,drv_cap,0,
logic_synthesis,synth_top_area_share,43.95,%
logic_synthesis,area_leaders,"dfxtp_1 (44%), edfxtp_1 (6.2%), ha_1 (6.0%)",
clock_network,h-tree-depth,2,
floorplan,core,7214,um^2
routing,antenna_cells,0,
logic_synthesis,edf_count,3,
logic_synthesis,common_cells,"dfxtp_1 (32), nor3_1 (17), nor4_1 (10), xnor2_1 (10), nand3_1 (9)",
worst_setup_path,cp_slowest_cell,clkdlybuf4s50_1,
timing,max_slew.worst_pin.slew,0.4966,ns
global_route,grt_max_degree,14,
power,switching_power,0.1702,mW
clock_network,cts_root_buffer,clkbuf_8,
routing,wl_per_cell,8.688,um
timing,fin_tns_setup,0,ns
floorplan,rows,31,
clock_network,cts_setup_buffers,0,
worst_setup_path,startpoint_type,flip-flop,
global_route,grt_pass1_vias,899,
worst_setup_path,cp_top_family,buffers and inverters,
floorplan,die_area,11240,um^2
power,p_sw_share,19.27,%
global_route,grtUsageMet3,1.713,%
logic_synthesis,numSynthFlops,35,
power,power_frac_clock,41.0,%
logic_synthesis,synthesis.area,1458,um^2
clock_network,clockBufferDepth,2,
timing,grt_setup_unrepaired,no,
timing,maxSlewHeadroom,66.61,%
layout,final.fill_count,790,
power,pwr-share-comb,0.6,%
place,preCtsSetupSlack,0.7334,ns
global_route,grt_antenna_before_repair,0,
timing,fin_crit,2.136,ns
worst_setup_path,path_class,flip-flop to output port,
worst_setup_path,critPathCaptureType,output port,
min_path,hp-class,flip-flop to flip-flop,
clock_network,post_cts_resized,0,
layout,area_growth,20.09,%
timing,finalWorstSetupSlack,0.6638,ns
clock_network,cts_buffers,5,
power,p_per_area,504.6,nW/um^2
outcome,status,completed,
global_route,met2_usage,6.095,%
worst_setup_path,arrival,1.58,ns
worst_setup_path,critPathRequiredTime,2.24,ns
layout,drive_above_1_share,9.146,%
power,pwr-share-seq,58.4,%
worst_setup_path,cp.buffers_inverters,2,
routing,drcViolationCount,0,
power,power.leakage,0.5970,nW
routing,num_vias,983,
global_route,global_route.peak_usage_layer,met2,
[per-layer routing]
metal,vias up,wire length [um]
li1,533,-
met1,424,1113
met2,22,971
met3,4,156
met4,0,44
met5,-,0
[logic make-up (layout without fill, tap and decap cells)]
group,count (synthesis),count (layout),share of synthesized area (%)
compound gates,5,5,2.747
xor+xnor,18,18,10.82
fa+ha+maj,7,7,6.008
buf+inv,10,21,3.690
flops,35,35,50.13
other cells,1,12,0.2573
simple gates,66,66,26.35
[placed cells by master, fill, tap and decap left out]
| cell type | synthesis | routed |
|---|---|---|
| or2_2 | 1 | 1 |
| clkinv_2 | 0 | 1 |
| and3_2 | 2 | 2 |
| edfxtp_1 | 3 | 3 |
| nand2_1 | 5 | 5 |
| nand3_2 | 1 | 1 |
| ha_1 | 7 | 7 |
| and3_1 | 2 | 2 |
| nor2_1 | 7 | 7 |
| conb_1 | 1 | 12 |
| or4_4 | 1 | 1 |
| and4_1 | 2 | 2 |
| nand3_1 | 9 | 9 |
| nor2b_1 | 2 | 2 |
| xor2_1 | 8 | 8 |
| dfxtp_1 | 32 | 32 |
| clkbuf_1 | 1 | 1 |
| o22ai_1 | 1 | 1 |
| a21boi_2 | 1 | 1 |
| xnor2_1 | 10 | 10 |
| clkdlybuf4s50_1 | 0 | 6 |
| nor3_1 | 17 | 17 |
| nor4_1 | 10 | 10 |
| nor4b_1 | 1 | 1 |
| nor4_4 | 1 | 1 |
| o31ai_1 | 2 | 2 |
| a21o_1 | 1 | 1 |
| nand4_1 | 2 | 2 |
| and2_1 | 3 | 3 |
| inv_1 | 6 | 6 |
| buf_4 | 0 | 1 |
| clkbuf_8 | 0 | 6 |
[layout make-up]
type	instances	area, um^2	area share [%]
Clock buffer	7	86.33	4.932
Clock inverter	1	5.005	0.2859
Timing Repair Buffer	7	67.56	3.860
Sequential cell	35	730.7	41.74
Inverter	6	22.52	1.287
Tap cell	99	123.9	7.076
Multi-Input combinational cell	108	714.4	40.81
[path summary, 6_finish.rpt]
check,start,depth (start not counted),slack [ns],to
worst max-delay path,counter[1],4,0.66,a
worst min-delay path,divider[0],1,0.48,divider[0]
worst max register to register,divider[15],6,0.72,divider[1]
worst min register to register,divider[0],1,0.48,divider[0]
[through the flow]
step | util [%] | std cells | cell area, um^2 | hold slack, ns | power (mW)
final | 24.26 | 263 | 1750 | 0.4759 | 0.8832
after global routing | 24.26 | 263 | 1750 | 0.5238 | 0.9256
after CTS | 24.26 | 263 | 1750 | 0.4788 | 0.8976
after detailed placement | 23.00 | 255 | 1659 | 0.4702 | 0.5325
after global placement | 23.00 | 255 | 1659 | 0.4738 | 0.5322
after floorplan | - | 153 | 1499 | 0.4428 | 0.5299
[sequential cells by signal (all words and copies together), names as in the netlist]
register	cells
divider	32
counter	3
[power groups by stage]
stage | logic (mW) | clock network (mW) | registers [mW]
6_report | 0.00565 | 0.362 | 0.515
4_1_cts | 0.00578 | 0.376 | 0.515
5_1_grt | 0.00693 | 0.403 | 0.516
Power is estimated from default activity; no workload was simulated.
