$ cat flow/config.mk
export PLATFORM = sky130hd
export DESIGN_NAME = arithmetic
export DESIGN_NICKNAME = arithmetic
export VERILOG_FILES = /design/flow/design.v
export SDC_FILE = /design/flow/constraint.sdc
export NUM_CORES = 4
export LEC_CHECK = 1
export CORE_AREA = 10 10 85 85
export DIE_AREA = 0 0 95 95
$ cat flow/constraint.sdc
current_design arithmetic

set clk_period 4.0
set clk_io_pct 0.2

create_clock -name clk0 -period $clk_period

set non_clock_inputs [all_inputs -no_clocks]
set_input_delay [expr $clk_period * $clk_io_pct] -clock clk0 $non_clock_inputs
set_output_delay [expr $clk_period * $clk_io_pct] -clock clk0 [all_outputs]
$ cat flow/design.v
module arithmetic(a, b, sum, product, difference);
	input		[3:0]a, b;
	output		[7:0]sum, product, difference;
	assign sum = a + b;
	assign product = a * b;
	assign difference = a - b;
endmodule
$ cat flow/run.sh
#!/bin/bash
# OpenROAD 26Q1-2900-gdf79404cd8, Yosys 0.63+post, stock flow scripts
make -C /OpenROAD-flow-scripts/flow DESIGN_CONFIG=/design/flow/config.mk WORK_HOME=/design/flow/orfs finish
==> results.txt <==
Reports from this run.

- Recorded from the global router log, the overflow total was 0.
- The Yosys warning count reads 0.
- The average instance in the mapped netlist occupies 8.49 um^2.
- The final route contains 661 vias.
- The count of endpoints failing setup in the final report reads 0.
- The width of the die is 95 um.
- The number of placed cells counting well taps reads 199.
- After routing the design area is 0.00128 mm^2.
- The area of the mapped netlist is 722 um^2.
- The post-route total power reads 193 uW.
- In the per-layer summary, the met1 wirelength comes to 852 um.
- The wire length of the first global-routing pass is 3350 um.
- After synthesis, the netlist uses 18 different library cells.
- The area fraction in mux cells reads 0%.
- The number of hold-repair buffers added at the cts stage is 0.
- The final tally of hold violations reads 0.
- Routability-driven placement finished with a final weighted congestion of 0.803.
- The gate count after technology mapping is 85.
- The critical path startpoint category is an input pin.
- The count of unresolved DRC violations after routing is 0.
- Sequential cells placed in the final layout were counted as 0.
- The instance area at placement reads 0.00120 mm^2.
- The critical path's top delay family is adder cells.
- The via count of the first global-routing pass was 725.
- The hold path depth is 6.
- The sequential area share after synthesis reads 0%.
- According to the timing report, the arrival time at the worst endpoint equals 3.15 ns.
- The critical path is of the input pin to output port type.
- The area figure in the yosys stat output is 722 um^2.
- The met3 wire length reads 160 um.
- The post-synthesis share of cell area spent on and, or, nand and nor gates is 9.36%.
- The timing-limited maximum frequency reads 253 MHz.
- The count of routing violations after the opening detailed-route iteration is 6.
- The final timing summary puts the cycle share of the worst path at 98.6%.
- The post-synthesis cell count from yosys is 85.
- The final max-slew violation count recorded for this run is 0.
- After floorplanning, the core was sized to cover 0.00547 mm^2.
- The number of antenna violations at the first check in global routing reads 0.
- The final critical delay including setup and external delays reads 3.95 ns.
- The area overhead of the layout relative to synthesis reads 77.5%.
- Port buffering added 29 buffers.
- The total leakage power is 0.640 nW.
- The number of I/O pins reads 32.
- The peak per-stage delay on the critical path reads 0.55 ns.
- In this run, the synthesized area fraction spent on AND-OR/OR-AND gates is recorded as 14.6%.
- Dividing the detail-routed via count by the number of cells gives 3.31.
- The cell with the largest stage delay on the worst path is sky130_fd_sc_hd__fa_1.
- The length of the first detailed-routing pass in iterations reads 2.
- The startpoint identified for the worst hold timing path is b[3].
- The combined buffer and inverter count along the critical path is 4.
- The terminating pin of the worst hold path is product[7].
- The worst hold path class reads input pin to output port.
- The signal on the critical path passes through buf_8, nand2_4, fa_1, inv_2, fa_1, buf_4, fa_2, clkdlybuf4s50_1.
- The report counts max-capacitance violations totalling 0.
- The area used by sequential logic in the layout is 0 um^2.
- Signal routing reaches up to met3.
- The final cell count without fillers is 200.
- From bottom edge to top edge, the die measures 95 um.
- The half-perimeter wire length of the detailed placement result reads 1740 um.
- The final-layout fill cell count is 598.
- The most prevalent standard cell on the critical path reads sky130_fd_sc_hd__fa_1.
- The post-synthesis share of cell area spent on full adders, half adders and majority gates is 51.3%.
- The share of layout cells above drive strength 1 is 35.2%.
- The stage logs contain a warning count of 37.
- On the final layout, the worst hold slack is 2.33 ns.
- Setup repair after global routing could not meet its margin everywhere.
- The flow ran to the end, and the final reports show no timing, DRC or antenna violations.
- The largest net degree at the start of global routing is 7.
- The average wire length per cell after detail routing reads 9.79 um.
- The row count is 27.
- The met2 layer wire length in the routed design reads 945 um.
- For reference, the top logic cell family by area is adder cells.
- The total antenna diodes in the routed design reads 0.
- At the floorplan stage, the core utilization is reported as 13.2%.
- The remaining number of nets flagged by the antenna check after routing is 0.
- The OpenROAD report gives the critical path a required time of 3.20 ns.
- After detailed routing, the total wire length is 1960 um.
- Global routing used 4.40% of the available tracks across all layers.
- The worst setup path is captured at an output port.
- The flow reported a cell area power density of 151 mW/mm^2.
- The area share of xor/xnor cells in the synthesized design reads 9.71%.
- The number of clock buffers in the layout reads 0.
- The die area is 0.00903 mm^2.
- The peak supply drop is 0.0000438 V.
- The largest fanout of any net on the critical path is 2.
[routing by layer]
metal  global-route usage [%]  vias to the layer above
met4                        0                        0
met5                        0                        -
li1                         -                      348
met2                     7.67                       16
met1                     5.98                      297
met3                    0.641                        0
[cell usage in the layout (no fill, tap or decap), types with 4 or more instances in the layout]
cell / netlist / routed
sky130_fd_sc_hd__buf_4: 7 / 20
sky130_fd_sc_hd__ha_1: 20 / 15
sky130_fd_sc_hd__xnor2_1: 6 / 6
sky130_fd_sc_hd__inv_1: 13 / 12
sky130_fd_sc_hd__o21bai_1: 4 / 4
sky130_fd_sc_hd__nor2_1: 5 / 5
sky130_fd_sc_hd__clkdlybuf4s50_1: 0 / 18
sky130_fd_sc_hd__fa_1: 6 / 5
sky130_fd_sc_hd__and2_1: 6 / 5
sky130_fd_sc_hd__ha_4: 0 / 4
[cells by family (layout without fill, tap and decap cells)]
kind of cell,Yosys count,after routing
buffers and inverters,21,62
other,1,3
AND-OR/OR-AND,15,15
XOR/XNOR,8,8
AND/OR/NAND/NOR,14,14
adder cells (fa/ha/maj),26,26
[worst max-delay path by stage]
stage | startpoint | endpoint | slack (ns) | cells past startpoint
5_1_grt | b[0] | product[7] | -0.03 | 9
6_report | b[2] | product[3] | 0.05 | 8
4_1_cts | b[1] | product[7] | 0.001 | 12
[cells in the mapped netlist (all sizes together)]
master	instances	share of area, %
buf	7	7.3
conb	1	0.52
and2	6	5.2
xnor2	6	7.3
ha	20	35
fa	6	17
o21bai	4	4.2
nor2	5	2.6
nand2	3	1.6
xor2	2	2.4
a211oi	1	1.7
inv	13	6.8
a21o	3	3.3
o21ai	1	0.69
a21oi	6	4.7
clkbuf	1	0.52
[through the flow]
stage          util [%]  setup TNS (ns)  setup WS (ns)
2_1_floorplan         -               0          0.348
3_3_place_gp       21.9           -3.37         -0.815
3_5_place_dp       21.9           -3.39         -0.813
4_1_cts            23.0               0        0.00129
5_1_grt            23.4         -0.0474        -0.0333
6_report           23.4               0         0.0548
[power breakdown]
part / leakage [nW] / internal [mW] / switching [mW] / total (mW)
combinational: 0.640 / 0.124 / 0.0691 / 0.193
sequential: 0 / 0 / 0 / 0
clock: 0 / 0 / 0 / 0
total: 0.640 / 0.124 / 0.0691 / 0.193
[what timing repair did]
action | CTS | global route
pin swaps | 14 | 9
endpoints found under the setup margin | 5 | 3
buffers inserted | 1 | 1
gates resized | 37 | 18
[cell type report]
cell class	count	area [um^2]	area share, %
inverters	13	48.8	3.81
multi-input cells	66	709	55.4
well taps	72	90.1	7.03
repair buffers	49	433	33.8
Power is estimated from default activity; no workload was simulated.
